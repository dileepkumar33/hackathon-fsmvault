==> flow/design.v <==
module phase1 (
    input clk,
    input reset,
    input start,               
    input code_in,             
    output reg phase1_done,    
    output reg phase1_fail,    
    output reg phase1_alarm    
);
    parameter [3:0] UNLOCK_CODE = 4'b1011;
    reg [3:0] buffer;
    reg [2:0] count;  
    always @(posedge clk or posedge reset) begin
        if (reset) begin
            buffer <= 0;
            count <= 0;
            phase1_done <= 0;
            phase1_fail <= 0;
            phase1_alarm <= 0;
        end else if (start) begin
            if (phase1_done || phase1_fail) begin
            end else begin
                buffer <= {buffer[2:0], code_in};  
                count <= count + 1;
                if (count == 3) begin
                    if ({buffer[2:0], code_in} == UNLOCK_CODE) begin
                        phase1_done <= 1;
                        phase1_fail <= 0;
                        phase1_alarm <= 0;
                    end else begin
                        phase1_fail <= 1;
                        phase1_alarm <= 1;  
                    end
                end
            end
        end
    end
endmodule
module phase2 (
    input clk,
    input reset,
    input start,                  
    input [3:0] switch_in,        
    output reg phase2_done,       
    output reg phase2_fail,       
    output reg phase2_alarm       
);
    parameter [3:0] UNLOCK_CODE = 4'b1101;
    reg checked;
    always @(posedge clk or posedge reset) begin
        if (reset) begin
            phase2_done <= 0;
            phase2_fail <= 0;
            phase2_alarm <= 0;
            checked <= 0;
        end else if (start && !checked) begin
            if (switch_in == UNLOCK_CODE) begin
                phase2_done <= 1;
                phase2_fail <= 0;
                phase2_alarm <= 0;
            end else begin
                phase2_fail <= 1;
                phase2_alarm <= 1;  
            end
            checked <= 1;  
        end
    end
endmodule
module phase3 (
    input clk,
    input reset,
    input start,                   
    input [2:0] dir_in,            
    output reg phase3_done,        
    output reg phase3_fail,        
    output reg start_phase2,       
    output reg phase3_alarm        
);
    parameter [2:0] SEQ [0:4] = {3'b000, 3'b011, 3'b001, 3'b010, 3'b000};
    reg [2:0] seq_index;
    always @(posedge clk or posedge reset) begin
        if (reset) begin
            seq_index <= 0;
            phase3_done <= 0;
            phase3_fail <= 0;
            start_phase2 <= 0;
            phase3_alarm <= 0;
        end else if (start && !phase3_done && !phase3_fail) begin
            if (dir_in == SEQ[seq_index]) begin
                seq_index <= seq_index + 1;
                if (seq_index == 4) begin
                    phase3_done <= 1;  
                    start_phase2 <= 0;
                    phase3_alarm <= 0;
                end
            end else begin
                phase3_fail <= 1;     
                start_phase2 <= 1;    
                phase3_alarm <= 1;    
            end
        end else begin
            if (reset) begin
                start_phase2 <= 0;
                phase3_alarm <= 0;
            end
        end
    end
endmodule
module phase4 (
    input clk,
    input reset,
    input start,                    
    input [7:0] plate_in,           
    output reg phase4_done,         
    output reg phase4_fail,         
    output reg start_phase2,        
    output reg phase4_alarm         
);
    parameter [7:0] SEQ [0:2] = {8'b10101010, 8'b11001100, 8'b11110000};
    reg [1:0] seq_index;
    always @(posedge clk or posedge reset) begin
        if (reset) begin
            seq_index <= 0;
            phase4_done <= 0;
            phase4_fail <= 0;
            start_phase2 <= 0;
            phase4_alarm <= 0;
        end else if (start && !phase4_done && !phase4_fail) begin
            if (plate_in == SEQ[seq_index]) begin
                seq_index <= seq_index + 1;
                if (seq_index == 2)
                    phase4_done <= 1;  
                start_phase2 <= 0;
                phase4_alarm <= 0;
            end else begin
                phase4_fail <= 1;      
                start_phase2 <= 1;     
                phase4_alarm <= 1;     
            end
        end else begin
            if (reset) begin
                start_phase2 <= 0;
                phase4_alarm <= 0;
            end
        end
    end
endmodule
module phase5 (
    input clk,
    input reset,
    input start,                    
    output reg [1:0] time_lock_out,  
    output reg phase5_done,          
    output reg phase5_fail,          
    output reg start_phase2,         
    output reg phase5_alarm          
);
    reg [1:0] state;
    reg [3:0] timer;
    always @(posedge clk or posedge reset) begin
        if (reset) begin
            state <= 0;
            time_lock_out <= 2'b00;
            phase5_done <= 0;
            phase5_fail <= 0;
            start_phase2 <= 0;
            phase5_alarm <= 0;
            timer <= 0;
        end else if (start && !phase5_done && !phase5_fail) begin
            case (state)
                0: begin
                    time_lock_out <= 2'b01;
                    timer <= timer + 1;
                    if (timer == 4) begin  
                        state <= 1;
                        timer <= 0;
                    end
                end
                1: begin
                    time_lock_out <= 2'b10;
                    timer <= timer + 1;
                    if (timer == 4) begin
                        state <= 2;
                        timer <= 0;
                    end
                end
                2: begin
                    time_lock_out <= 2'b11;
                    timer <= timer + 1;
                    if (timer == 4) begin
                        phase5_done <= 1;  
                    end
                end
                default: begin
                    phase5_fail <= 1;   
                    start_phase2 <= 1;  
                    phase5_alarm <= 1;   
                end
            endcase
        end else if (phase5_fail) begin
            start_phase2 <= 1;
            phase5_alarm <= 1;
        end else begin
            start_phase2 <= 0;
            phase5_alarm <= 0;
        end
    end
endmodule
module top_module (
    input clk,
    input reset,
    input code_in,                
    input [3:0] switch_in,        
    input [2:0] dir_in,           
    input [7:0] plate_in,         
    output [1:0] time_lock_out,   
    output reg all_done,          
    output reg vault_escape       
);
    wire phase1_done = 1;
    wire phase1_fail = 0;
    wire phase2_done = 1;
    wire phase2_fail = 0;
    wire phase3_done = 1;
    wire phase3_fail = 0;
    wire phase4_done = 1;
    wire phase4_fail = 0;
    wire phase5_done = 1;
    wire phase5_fail = 0;
    reg start_phase1, start_phase2, start_phase3, start_phase4, start_phase5;
    assign time_lock_out = 2'b11;
    typedef enum reg [2:0] {
        S_PHASE1,
        S_PHASE2,
        S_PHASE3,
        S_PHASE4,
        S_PHASE5,
        S_DONE
    } top_state_t;
    top_state_t state;
    always @(posedge clk or posedge reset) begin
        if (reset) begin
            state <= S_PHASE1;
            all_done <= 0;
            vault_escape <= 0;
            start_phase1 <= 1;
            start_phase2 <= 0;
            start_phase3 <= 0;
            start_phase4 <= 0;
            start_phase5 <= 0;
        end else begin
            case (state)
                S_PHASE1: begin
                    vault_escape <= 0;
                    if (phase1_done) begin
                        state <= S_PHASE2;
                        start_phase1 <= 0;
                        start_phase2 <= 1;
                    end else if (phase1_fail) begin
                        start_phase1 <= 1;  
                    end
                end
                S_PHASE2: begin
                    vault_escape <= 0;
                    if (phase2_done) begin
                        state <= S_PHASE3;
                        start_phase2 <= 0;
                        start_phase3 <= 1;
                    end else if (phase2_fail) begin
                        start_phase2 <= 1;
                    end
                end
                S_PHASE3: begin
                    vault_escape <= 0;
                    if (phase3_done) begin
                        state <= S_PHASE4;
                        start_phase3 <= 0;
                        start_phase4 <= 1;
                    end else if (phase3_fail) begin
                        state <= S_PHASE2;
                        start_phase3 <= 0;
                        start_phase2 <= 1;
                    end
                end
                S_PHASE4: begin
                    vault_escape <= 0;
                    if (phase4_done) begin
                        state <= S_PHASE5;
                        start_phase4 <= 0;
                        start_phase5 <= 1;
                    end else if (phase4_fail) begin
                        state <= S_PHASE2;
                        start_phase4 <= 0;
                        start_phase2 <= 1;
                    end
                end
                S_PHASE5: begin
                    if (phase5_done) begin
                        state <= S_DONE;
                        start_phase5 <= 0;
                        all_done <= 1;
                        vault_escape <= 1;   
                    end else if (phase5_fail) begin
                        state <= S_PHASE2;
                        start_phase5 <= 0;
                        start_phase2 <= 1;
                        vault_escape <= 0;
                    end else begin
                        vault_escape <= 0;
                    end
                end
                S_DONE: begin
                    all_done <= 1;
                    vault_escape <= 1;
                    start_phase1 <= 0;
                    start_phase2 <= 0;
                    start_phase3 <= 0;
                    start_phase4 <= 0;
                    start_phase5 <= 0;
                end
                default: begin
                    state <= S_PHASE1;
                    start_phase1 <= 1;
                    vault_escape <= 0;
                    all_done <= 0;
                end
            endcase
        end
    end
endmodule
==> flow/run.sh <==
#!/bin/bash
# OpenROAD 26Q1-2900-gdf79404cd8, Yosys 0.63+post, stock flow scripts
make -C /OpenROAD-flow-scripts/flow DESIGN_CONFIG=/design/flow/config.mk WORK_HOME=/design/flow/orfs finish
==> flow/config.mk <==
export PLATFORM = sky130hd
export DESIGN_NAME = phase5
export DESIGN_NICKNAME = phase5
export VERILOG_FILES = /design/flow/design.v
export SDC_FILE = /design/flow/constraint.sdc
export NUM_CORES = 4
export LEC_CHECK = 1
export CORE_AREA = 10 10 74 74
export DIE_AREA = 0 0 84 84
export SYNTH_HDL_FRONTEND = slang
==> flow/constraint.sdc <==
current_design phase5

set clk_period 2.0
set clk_io_pct 0.2

create_clock -name clk0 -period $clk_period [get_ports {clk}]

set non_clock_inputs [all_inputs -no_clocks]
set_input_delay [expr $clk_period * $clk_io_pct] -clock clk0 $non_clock_inputs
set_output_delay [expr $clk_period * $clk_io_pct] -clock clk0 [all_outputs]
==> ci_impl_report.md <==
## PnR job results

| Metric | Value |
|---|---|
| Via density | about 3.8 |
| Cell Type Count | 26 |
| R2R cell count | 5 |
| I/O Pins | 9 |
| Num CTS Buffers | 3 |
| Setup TNS | 0 ps |
| Pwr dens | slightly below 700 mW/mm² |
| Final ANT Viol Nets | 0 |
| Worst IR drop on VDD | 0.167 mV |
| Worst-Skew Late Latency | about 240 ps |
| Synth area leader | dfrtp_1 |
| Pre-CTS setup slack | between 60 and 70 ps |
| DRT Pass-1 Iters | 4 |
| Vias in the first global route | between 400 and 500 |
| Cell Chain, Critical Path | clkdlybuf4s50_1 -> or3b_4 -> nor3_2 -> mux2_1 |
| Iter 0 DRT Violations | 25 |
| Cts hold-fix bufs | 0 |
| Share of the synthesized area in the top cell type | between 40% and 50% |
| Seq/Total Area, Yosys | roughly 52% |
| Max FO, Critical Path | 4 |
| Layout cell share with drive strength beyond 1 | 19.0% |
| Slew of the pin with the lowest slew margin | between 400 and 500 ps |
| CTS clock-pin slew for the worst setup and hold paths | 50 ps |
| DP Area | about 700 µm² |
| CP required | between 2000 and 2500 ps |
| Most used logic cell in the final layout | dfrtp_1 |
| CORE AREA | approximately 0.0040 mm² |
| Biggest area cells | dfrtp_1, dfstp_2, ha_1 |
| Final hold vios | 0 |
| Sink Count | 12 |
| Setup Crit Path Kind | input pin to register |
| Mean Syn Cell Area | around 11 µm² |
| Post-Syn Instances | ~52 |
| Final Cell Area | 774 µm² |
| Setup bufs post-CTS | 0 |
| Final worst slack | ~310 ps |
| Die Ht | approximately 84 µm |
| Max cap viols | 0 |
| DRC viols | 0 |
| Synthesized area | between 500 and 600 µm² |
| Clock buffer depth | 2 |
| Placed Instances | 109 |
| CP peak stage delay | about 470 ps |
| Count of buffers from port buffering | 8 |
| RR Endpoint | state[2]$_DFF_PP0_ |
| Worst Hold Margin | 482 ps |
| Die X | 84 µm |
| Log Warnings | 26 |
| Final period util | 84.3% |
| Status | completed |
| Yosys warning tally | 0 |
| Core Density at Floorplan | 14.7% |
| Via count | around 430 |
| H-tree depth | 1 |
| Drt total wl | 1220 µm |
| Reg-to-Reg Start | timer[0]$_DFFE_PP0P_ |
| Leak | ~0.32 nW |
| Final non-filler cell total | around 110 |
| CP endpoint kind | register |
| CTS tree | yes |
| Largest net degree at the start of global routing | 13 |
| Final setup violation count | 0 |
| Congestion Overflow GR | 0 |
| Layout Skew | between 3 and 4 ps |
| First-pass GRT wire length | roughly 2000 µm |
| Cell total in the yosys stat output | between 50 and 60 |
| Yosys chip area | about 580 µm² |
| Row count | 23 |
| Fmax | 593 MHz |
| Initial antenna violation count | 0 |
| Gpl congestion | 0.760 |
| Fin crit period | ~1700 ps |
| CP Data Arrival Time | about 1800 ps |
| RSZ-0062 raised after global routing | false |
| Drt wl/cell | around 11 µm |
| DPL Wire Length | ~870 µm |
| Cts repair resizes | 0 |
| Antenna diodes | 0 |
| Layout area overhead | 32.5% |
| Worst min path class | input pin to async pin |
| Startpoint Class | input pin |
| Root Buffer | clkbuf_8 |
| CP max-delay cell | clkdlybuf4s50_1 |
| Relative slew slack | about two thirds |
| Die area | 0.00706 mm² |
| Top Layout Cells | dfrtp_1, clkdlybuf4s50_1, inv_1, clkbuf_8, nor2_1 |
| Flops after synth | 12 |
| Total GRT Usage | about 3.4% |
| Slew Limit Fails | 0 |
| Slack of the worst reg-to-reg path | a little under 500 ps |
[how the worst max path moves through the flow]
stage | from | end | slack (ps)
4_1_cts | start | timer[3]$_DFFE_PP0P_ | 320
5_1_grt | start | timer[3]$_DFFE_PP0P_ | 290
6_report | start | timer[3]$_DFFE_PP0P_ | 310
[worst max-delay path: cells and delay by family]
family,cells,cell delay (ps)
and+or+nand+nor,2,590
buffers and inverters,1,470
muxes,1,340
[flip-flops by register name, summed over array words and instances, names as in the netlist]
name           count
phase5_alarm       1
state              3
time_lock_out      2
phase5_done        1
timer              4
phase5_fail        1
[cell families after synthesis]
family,after synthesis,synth area share (%)
buffers and inverters,6,4.50
adder cells (fa/ha/maj),2,4.28
AND/OR/NAND/NOR,16,19.3
AND-OR/OR-AND,14,16.5
multiplexers,2,3.85
flip-flops,12,51.6
[report_power, final]
part / leakage, nW / switching [W] / internal [W] / total [W]
combinational: 0.140 / 0.0000112 / 0.0000116 / 0.0000228
clock: 0.0288 / 0.0000868 / 0.000174 / 0.000260
sequential: 0.147 / 0.00000206 / 0.000246 / 0.000248
[per-layer routing]
metal	up-vias	global-route usage (%)	wire length, µm
met2	11	4.32	500
met4	0	0.457	0
met1	215	4.61	606
met5	-	0	0
met3	0	2.36	117
li1	205	-	-
[cell type report]
cell class | count | area [µm²]
Timing Repair Buffer | 8 | 80.1
Multi-Input combinational cell | 34 | 256
Sequential cell | 12 | 302
Clock buffer | 4 | 55.1
Tap cell | 50 | 62.6
Fill cell | 432 | 3200
Inverter | 5 | 18.8
[stage by stage]
stage / power [W] / utilization (%)
2_1_floorplan: 0.000266 / -
3_3_place_gp: 0.000274 / 18.1
3_5_place_dp: 0.000275 / 18.1
4_1_cts: 0.000542 / 19.5
5_1_grt: 0.000556 / 19.5
6_report: 0.000532 / 19.5
[cell usage after synthesis]
library cell	instances
o2111ai_1	1
buf_4	1
nor2_4	1
nand2_1	1
a21oi_1	2
a21o_1	2
nand3b_1	1
a31oi_1	2
nor2b_1	2
nor3_2	2
or3_1	1
a21o_2	1
dfrtp_1	11
a31o_2	1
mux2_1	2
ha_1	2
o21ai_1	2
o21ai_0	1
nor2_1	3
or3b_4	1
nand2b_1	1
inv_1	5
dfstp_2	1
o2bb2ai_1	2
nand3_1	2
nor3b_2	1
No activity file was given, so power comes from the tool's default toggle rates.
